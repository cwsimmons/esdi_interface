File: design/flow/design.v
module axi_esdi_sector_timing (
    input csr_aclk,
    input csr_aresetn,
    input csr_awvalid,
    output csr_awready,
    input [4:0] csr_awaddr,
    input [2:0] csr_awprot,
    input csr_wvalid,
    output csr_wready,
    input [31:0] csr_wdata,
    input [3:0] csr_wstrb,
    output reg csr_bvalid,
    input csr_bready,
    output reg [1:0] csr_bresp,
    input csr_arvalid,
    output csr_arready,
    input [4:0] csr_araddr,
    input [2:0] csr_arprot,
    output reg csr_rvalid,
    input csr_rready,
    output reg [31:0] csr_rdata,
    output reg [1:0] csr_rresp,
    input esdi_index,
    input esdi_sector,
    output reg esdi_read_gate,
    output reg esdi_address_mark_enable
);
    reg write_addr_valid;
    reg write_data_valid;
    reg [4:0] write_addr;
    reg [31:0] write_data;
    assign csr_awready = !write_addr_valid;
    assign csr_wready = !write_data_valid;
    assign csr_arready = !csr_rvalid || csr_rready;
    reg [4:0] index_shift_reg;
    reg [4:0] sector_shift_reg;
    reg [31:0] control_register;
    reg [31:0] address_assert;
    reg [31:0] address_deassert;
    reg [31:0] data_area_assert;
    reg [31:0] data_area_deassert;
    reg [31:0] cycle_count;
    reg [15:0] sector_counter;
    reg [15:0] next_sector_counter;
    reg [31:0] next_ame_countdown;       
    reg sector_reached;
    wire enable;
    wire soft_reset;
    wire read_address_area;
    wire read_data_areas;
    wire read_without_tasking;
    assign enable = control_register[0];
    assign soft_reset = control_register[1];
    assign read_address_area = control_register[2];
    assign read_data_areas = control_register[3];
    assign read_without_tasking = control_register[4];
    assign soft_sector_enable = control_register[5];
    reg task_write_valid;
    wire task_write_ready;
    reg [15:0] task_write_data;
    wire buffered_task_valid;
    wire [15:0] buffered_task_data;
    wire [6:0] tasks_pending;
    reg current_task_valid;
    reg [15:0] current_task_data;
    reg [15:0] max_sector_seen;
    wire filtered_esdi_index =  (index_shift_reg[1] && index_shift_reg[2]) ||
                                (index_shift_reg[1] && index_shift_reg[3]) ||
                                (index_shift_reg[2] && index_shift_reg[3]);
    wire filtered_esdi_sector = (sector_shift_reg[1] && sector_shift_reg[2]) ||
                                (sector_shift_reg[1] && sector_shift_reg[3]) ||
                                (sector_shift_reg[2] && sector_shift_reg[3]);
    fifo #(16, 8, 0) tasking_fifo (
        .clk            (csr_aclk),
        .resetn         (!(!csr_aresetn || soft_reset)),
        .in_tvalid      (task_write_valid),
        .in_tready      (task_write_ready),
        .in_tdata       (task_write_data),
        .in_tlast       (1'b0),
        .out_tvalid     (buffered_task_valid),
        .out_tready     (enable && !current_task_valid),
        .out_tdata      (buffered_task_data),
        .out_tlast      (),
        .num_free       (),
        .num_used       (tasks_pending)
    );
    always @(posedge csr_aclk)
    begin
        if (!csr_aresetn)
        begin
            esdi_read_gate <= 0;
            esdi_address_mark_enable <= 0;
            index_shift_reg <= 5'b11111;
            sector_shift_reg <= 5'b11111;
            next_ame_countdown <= 0;
            sector_reached <= 0;
            max_sector_seen <= 16'hffff;
            control_register <= 32'b0000;
            task_write_valid <= 0;
            current_task_valid <= 0;
            write_addr_valid <= 0;
            write_data_valid <= 0;
            csr_bvalid <= 0;
            csr_rvalid <= 0;
        end
        else
        begin
            index_shift_reg <= {esdi_index, index_shift_reg[4:2], filtered_esdi_index};
            sector_shift_reg <= {esdi_sector, sector_shift_reg[4:2], filtered_esdi_sector};
            if (task_write_ready)
                task_write_valid <= 0;
            if (enable)
            begin
                if (soft_sector_enable && (next_ame_countdown == 0))
                begin
                    esdi_address_mark_enable <= 1;
                end
                if (next_ame_countdown)
                    next_ame_countdown <= next_ame_countdown - 1;
                if (buffered_task_valid && !current_task_valid)
                begin
                    current_task_valid <= 1;
                    current_task_data <= buffered_task_data;
                end
                cycle_count <= cycle_count + 1;
                if (index_shift_reg[0] && !filtered_esdi_index)
                begin
                    cycle_count <= 0;
                    max_sector_seen <= sector_counter;
                    if (!soft_sector_enable)
                    begin
                        sector_counter <= 0;
                        sector_reached <= 0;
                        if (current_task_valid && (current_task_data == 0))
                        begin
                            sector_reached <= 1;
                            current_task_valid <= 0;
                        end
                    end
                    else
                        sector_counter <= 16'hFFFF;
                end
                if (sector_shift_reg[0] && !filtered_esdi_sector)
                begin
                    cycle_count <= 0;
                    next_sector_counter = sector_counter + 1;
                    sector_counter <= next_sector_counter;
                    sector_reached <= 0;
                    if (current_task_valid && (current_task_data == next_sector_counter))
                    begin
                        sector_reached <= 1;
                        current_task_valid <= 0;
                    end
                    esdi_address_mark_enable <= 0;
                    next_ame_countdown <= data_area_deassert;
                end
                if ((cycle_count == address_assert) && read_address_area && (read_without_tasking || sector_reached))
                    esdi_read_gate <= 1;
                if (cycle_count == address_deassert)
                    esdi_read_gate <= 0;
                if ((cycle_count == data_area_assert) && read_data_areas && (read_without_tasking || sector_reached))
                    esdi_read_gate <= 1;
                if (cycle_count == data_area_deassert)
                    esdi_read_gate <= 0;
            end
            else
            begin
                esdi_read_gate <= 0;
                esdi_address_mark_enable <= 0;
                next_ame_countdown <= 0;
                sector_reached <= 0;
            end
            if (soft_reset)
            begin
                task_write_valid <= 0;
                current_task_valid <= 0;
            end
            if (csr_bready)
                csr_bvalid <= 0;
            if (csr_rready)
                csr_rvalid <= 0;
            if (csr_awvalid && csr_awready)
            begin
                write_addr_valid <= 1;
                write_addr <= csr_awaddr;
            end
            if (csr_wvalid && csr_wready)
            begin
                write_data_valid <= 1;
                write_data <= csr_wdata;
            end
            if (write_addr_valid && write_data_valid && (!csr_bvalid || csr_bready))
            begin
                write_addr_valid <= 0;
                write_data_valid <= 0;
                case (write_addr[4:2])
                    0 : control_register <= write_data;
                    2 : address_assert <= write_data;            
                    3 : address_deassert <= write_data;
                    4 : data_area_assert <= write_data;
                    5 : data_area_deassert <= write_data;
                    6 : begin
                        task_write_valid <= 1;
                        task_write_data <= write_data[15:0];
                    end
                endcase
                csr_bvalid <= 1;
                csr_bresp <= 2'b00;
            end
            if (csr_arvalid && (!csr_rvalid || csr_rready))
            begin
                case (csr_araddr[4:2])
                    0 : csr_rdata <= control_register;
                    1 : csr_rdata <= {30'b0, current_task_valid, task_write_valid};
                    2 : csr_rdata <= address_assert;
                    3 : csr_rdata <= address_deassert;
                    4 : csr_rdata <= data_area_assert;
                    5 : csr_rdata <= data_area_deassert;
                    6 : csr_rdata <= {25'b0, tasks_pending};
                    7 : csr_rdata <= {16'h0000, max_sector_seen};
                endcase
                csr_rvalid <= 1;
                csr_rresp <= 2'b00;
            end
        end
    end
endmodule
`timescale 1ns / 1ps
module fifo #(
    parameter DATA_WIDTH = 8,
    parameter DEPTH_EXP = 8,
    parameter WRITE_WHEN_FULL = 1
) (
    input clk,
    input resetn,
    input in_tvalid,
    output in_tready,
    input [DATA_WIDTH-1:0] in_tdata,
    input in_tlast,
    output out_tvalid,
    input out_tready,
    output [DATA_WIDTH-1:0] out_tdata,
    output out_tlast,
    output [DEPTH_EXP-1:0] num_free,
    output [DEPTH_EXP-1:0] num_used
);
    reg [DATA_WIDTH - 1:0] mem [0: 2**DEPTH_EXP - 1];
    reg tlast [0:2**DEPTH_EXP - 1];
    reg [DEPTH_EXP - 1:0] top;
    reg [DEPTH_EXP - 1:0] bottom;
    assign num_used = top - bottom;
    assign num_free = 2**DEPTH_EXP - num_used - 1;
    assign in_tready = num_free > 0 || WRITE_WHEN_FULL;
    assign out_tvalid = num_used > 0;
    assign out_tdata = mem[bottom];
    assign out_tlast = tlast[bottom];
    always @(posedge clk)
    begin
        if (!resetn)
        begin
            top <= 0;
            bottom <= 0;
        end
        else
        begin
            if (in_tvalid && in_tready)
            begin
                mem[top] <= in_tdata;
                tlast[top] <= in_tlast;
                top <= top + 1;
                if (!num_free)
                    bottom <= bottom + 1;
            end
            if (out_tvalid && out_tready)
            begin
                bottom <= bottom + 1;
            end
        end
    end
endmodule
File: design/flow/run.sh
#!/bin/bash
# OpenROAD 26Q1-2900-gdf79404cd8, Yosys 0.63+post, stock flow scripts
make -C /OpenROAD-flow-scripts/flow DESIGN_CONFIG=/design/flow/config.mk WORK_HOME=/design/flow/orfs finish
File: design/flow/config.mk
export PLATFORM = sky130hd
export DESIGN_NAME = axi_esdi_sector_timing
export DESIGN_NICKNAME = axi_esdi_sector_timing
export VERILOG_FILES = /design/flow/design.v
export SDC_FILE = /design/flow/constraint.sdc
export NUM_CORES = 4
export LEC_CHECK = 1
export CORE_UTILIZATION = 40
File: design/flow/constraint.sdc
current_design axi_esdi_sector_timing

set clk_period 610.3
set clk_io_pct 0.2

create_clock -name clk0 -period $clk_period [get_ports {csr_aclk}]

set non_clock_inputs [all_inputs -no_clocks]
set_input_delay [expr $clk_period * $clk_io_pct] -clock clk0 $non_clock_inputs
set_output_delay [expr $clk_period * $clk_io_pct] -clock clk0 [all_outputs]
==> impl_metrics.ini <==
; physical design summary
[sta]
worst_slew_pin_slew_ns = 1.34
max_slew_margin_pct = 9.96
finalSetupTns_ns = 0
rsz0062_at_grt = false
fin_crit_ns = 245.19
slew_violations = 0
clock.fmax_ghz = 0.00408
fin_skew_ns = 0.0987
setup_viol = 0
min_period_over_period_pct = 40.2
hold_viol_final = 0

[routing]
drt_wl_total_um = 514000
post_drt_wl_per_cell_um = 33.1
drtIter0Drc = 6913
vias_per_cell = 5.86
dr_total_vias = 90900
drtPass1Iterations = 7
drc = 0
antenna_left = 0

[grt]
grt_pass1_vias = 98800
antenna_found_initial = 24
grt_max_degree = 146
track_usage_pct = 25.7
grt_overflow = 0
grt_pass1_wl_um = 727000

[min_path]
hp-class = flop to flop
holdCritStartpoint = sector_shift_reg[4]
hold_depth = 1

[critical_path]
cp-start-kind = input port
reg2regPathDepth = 14
crit_type = input port to output pin
cp-startpoint = csr_rready
rr_startpoint = tasking_fifo.bottom[0]
cp.arrival_ns = 123.13
cp_max_fo = 3
end_kind = output pin
critical_path_required_ns = 488.24

[logic_synthesis]
syn_avg_cell_area_sq_um = 20.1
ys_warn_count = 4
postSynthSeqShare_pct = 75.9
ys_types = 99
async_flop_share_pct = 0
ys_ff = 4486
largest_area_cell = edfxtp_1
synth_chip_area_sq_um = 176000
ys.flop_type = edfxtp_1
edf_count = 4371
yosys-stat-cells = 8740
synth_area_sq_um = 176000
top_cells_by_area = edfxtp_1 (75%), mux4_2 (12%), mux2i_1 (2.0%), dfxtp_1 (1.3%), nor2_1 (0.90%)
top_area_share_pct = 74.6
synth_cells = 8740

[clock_tree]
clk_pin_slew_ns = 0.06
clk_path_buf_depth = 4
cts_tree = done
clk_latency_ns = 1.03
cts_hold_buf = 0
cts_max_level = 5
cts_resized = 0
cts_sinks = 4486
clock_tree.root_cell = clkbuf_16
numCtsBuffers = 444
post_cts_buffers = 0

[place]
postPlaceCellArea_sq_um = 186000
hpwlAfterDp_um = 317000
portBuffers = 85
gp_congestion = 0.957

[final_layout]
syn_to_final_growth_pct = 13.8
comb_area_sq_um = 39400
largest_register = tasking_fifo.mem
lay_top_count = edfxtp_1
largest_reg_flops = 4096
seqCellArea_sq_um = 134000
final_cell_area_sq_um = 200000
layout_top_cells = edfxtp_1 (4371), mux4_2 (899), buf_4 (611)
utilization_pct = 45.7
drive_above_1_share_pct = 23.7
nFillCells = 35800

[power]
cellPowerDensity_nw_per_um2 = 3.01
p_leak_nw = 61.1
power_uw = 601
ir_drop_uv = 2.77

[die]
ioPinCount = 104
die-area_sq_um = 442000
die-height_um = 665
row_count = 243
coreArea_sq_um = 438000
fp_util_pct = 40.2
die_w_um = 665

[outcome]
status = finished, final reports clean

[job]
maxCapViolCount = 0
warnings = 60
==> metal layers <==
| layer | global-route usage, % | vias up | part of all wire [%] |
|---|---|---|---|
| met5 | 4.30 | - | 0.42 |
| met4 | 9.28 | 61 | 4.8 |
| met3 | 22.4 | 1043 | 20 |
| met2 | 36.1 | 6818 | 45 |
| met1 | 27.9 | 45500 | 30 |
| li1 | - | 37500 | - |
==> layout make-up <==
| cell class | count | area share [%] |
|---|---|---|
| Antenna cell | 37 | 0.0463 |
| Clock buffer | 554 | 5.86 |
| Clock inverter | 265 | 1.19 |
| Inverter | 28 | 0.0575 |
| Multi-Input combinational cell | 3692 | 19.7 |
| Sequential cell | 4486 | 66.7 |
| Tap cell | 5757 | 3.60 |
| Timing Repair Buffer | 708 | 2.83 |
==> metrics by stage <==
| stage | std cells | worst slack, ns | hold slack [ns] |
|---|---|---|---|
| after floorplan | 8743 | 366.06 | 0.386 |
| after global placement | 14700 | 365.11 | 0.404 |
| after detailed placement | 14700 | 365.12 | 0.392 |
| after CTS | 15500 | 365.11 | 0.438 |
| after global routing | 15500 | 365.07 | 0.443 |
| final | 15500 | 365.11 | 0.428 |
==> logic make-up after synthesis <==
group | synth area share, %
AOI/OAI and AO/OA | 3.97
xor gates and xnor gates | 1.10
adders and majority gates | 0.137
buffers and inverters | 1.95
DFF | 75.9
muxes | 13.9
other | 0.00213
and+or+nand+nor | 2.99
==> power by group <==
part,leakage [nW],total (mW),internal (mW),switching [mW]
Clock,6.89,0.265,0.150,0.115
Combinational,14.0,0.00247,0.000960,0.00150
Sequential,40.2,0.334,0.333,0.000338
==> synthesized netlist by cell type (20+ instances only) <==
master,instances
o211ai_1,20
nor2b_1,34
a22oi_1,163
nand2b_1,23
a21oi_1,265
a211oi_1,64
xnor2_1,64
a31oi_1,21
and3_1,20
nor4_1,46
dfxtp_1,115
nand2_1,280
xor2_1,148
buf_2,151
buf_8,29
mux2i_1,358
inv_1,22
a221oi_1,88
o21ai_0,116
clkbuf_1,211
nand4_1,42
buf_4,50
or3_1,20
nand3_1,113
o22ai_1,62
mux2_2,24
o221ai_1,46
a22o_1,31
buf_1,26
mux4_2,899
nor2_1,421
edfxtp_1,4371
buf_6,58
o21a_1,22
nor3_1,65
==> critical path, cell delays in order <==
cell	delay, ns
clkdlybuf4s50_1	0.46
nand2b_1	0.15
clkdlybuf4s50_1	0.47
==> path summary, 6_finish.rpt <==
kind,slack (ns),to
worst max-delay path,365.11,csr_arready
worst min-delay path,0.43,sector_shift_reg[3]
worst max register to register,602.65,current_task_data[5]
worst min register to register,0.43,sector_shift_reg[3]
Power figures rest on the tool's default switching activity, not on a simulated workload.
