File: flow/config.mk
export PLATFORM = sky130hd
export DESIGN_NAME = axi_esdi_cmd_controller
export DESIGN_NICKNAME = axi_esdi_cmd_controller
export VERILOG_FILES = /design/flow/design.v
export SDC_FILE = /design/flow/constraint.sdc
export NUM_CORES = 4
export LEC_CHECK = 1
export CORE_UTILIZATION = 50
File: flow/constraint.sdc
current_design axi_esdi_cmd_controller

set clk_period 4.9
set clk_io_pct 0.2

create_clock -name clk0 -period $clk_period [get_ports {csr_aclk}]

set non_clock_inputs [all_inputs -no_clocks]
set_input_delay [expr $clk_period * $clk_io_pct] -clock clk0 $non_clock_inputs
set_output_delay [expr $clk_period * $clk_io_pct] -clock clk0 [all_outputs]
File: flow/design.v
module axi_esdi_cmd_controller #(
    parameter DATA_SETUP = 6,  
    parameter ACK_TO_NREQ = 6,  
    parameter BIT_TIMEOUT = 10_000_00  
) (
    input csr_aclk,
    input csr_aresetn,
    input csr_awvalid,
    output csr_awready,
    input [4:0] csr_awaddr,
    input [2:0] csr_awprot,
    input csr_wvalid,
    output csr_wready,
    input [31:0] csr_wdata,
    input [3:0] csr_wstrb,
    output reg csr_bvalid,
    input csr_bready,
    output reg [1:0] csr_bresp,
    input csr_arvalid,
    output csr_arready,
    input [4:0] csr_araddr,
    input [2:0] csr_arprot,
    output reg csr_rvalid,
    input csr_rready,
    output reg [31:0] csr_rdata,
    output reg [1:0] csr_rresp,
    output reg esdi_transfer_req,
    output reg esdi_command_data,
    input esdi_transfer_ack,
    input esdi_confstat_data,
    input esdi_command_complete,
    input esdi_attention,
    input esdi_ready,
    input esdi_drive_selected,
    output reg [2:0] esdi_drive_select,
    output reg [3:0] esdi_head_select
);
    reg write_addr_valid;
    reg write_data_valid;
    reg [4:0] write_addr;
    reg [31:0] write_data;
    assign csr_awready = !write_addr_valid;
    assign csr_wready = !write_data_valid;
    assign csr_arready = !csr_rvalid || csr_rready;
    reg [31:0] control_register;
    reg buffered_data_out_valid;
    reg [31:0] buffered_data_out;
    reg buffered_data_in_valid;
    reg [31:0] buffered_data_in;
    reg [2:0] state;
    reg reading;
    reg [5:0] bit_count;
    reg [31:0] cycle_count;
    reg [16:0] data_out;     
    reg is_query;            
    reg [16:0] data_in;
    reg [2:0] esdi_transfer_ack_shift;
    reg [2:0] esdi_confstat_data_shift;
    reg [2:0] esdi_command_complete_shift;
    reg [2:0] esdi_attention_shift;
    reg [2:0] esdi_ready_shift;
    reg [2:0] esdi_drive_selected_shift;
    always @(posedge csr_aclk)
    begin
        if (!csr_aresetn)
        begin
            esdi_transfer_req <= 1;
            esdi_command_data <= 1;
            state <= 0;
            buffered_data_out_valid <= 0;
            buffered_data_in_valid <= 0;
            write_addr_valid <= 0;
            write_data_valid <= 0;
            csr_bvalid <= 0;
            csr_rvalid <= 0;
        end
        else
        begin
            cycle_count <= cycle_count + 1;
            esdi_transfer_ack_shift <= {esdi_transfer_ack, esdi_transfer_ack_shift[2:1]};
            esdi_confstat_data_shift <= {esdi_confstat_data, esdi_confstat_data_shift[2:1]};
            esdi_command_complete_shift <= {esdi_command_complete, esdi_command_complete_shift[2:1]};
            esdi_attention_shift <= {esdi_attention, esdi_attention_shift[2:1]};
            esdi_ready_shift <= {esdi_ready, esdi_ready_shift[2:1]};
            esdi_drive_selected_shift <= {esdi_drive_selected, esdi_drive_selected_shift[2:1]};
            if (state == 0)
            begin
                if (buffered_data_out_valid)
                begin
                    buffered_data_out_valid <= 0;
                    data_out <= {buffered_data_out[15:0], ~^buffered_data_out[15:0]};
                    is_query <= buffered_data_out[16];
                    state <= 1;
                    reading <= 0;
                    bit_count <= 0;
                    cycle_count <= 0;
                end
                esdi_transfer_req <= 1;
                esdi_command_data <= 1;
            end
            else if (state == 1)
            begin
                if (cycle_count == 0)
                begin
                    if (!reading)
                    begin
                        esdi_command_data <= !data_out[16];
                        data_out <= data_out << 1;
                    end
                    bit_count <= bit_count + 1;
                end
                else if (cycle_count == DATA_SETUP)
                begin
                    esdi_transfer_req <= 0;
                    state <= 2;
                    cycle_count <= 0;
                end
            end
            else if (state == 2)
            begin
                if (!esdi_transfer_ack_shift[0])
                begin
                    state <= 3;
                    cycle_count <= 0;
                    if (reading)
                    begin
                        data_in <= {data_in[15:0], !esdi_confstat_data_shift[0]};
                    end
                end
                else if (cycle_count == BIT_TIMEOUT)
                begin
                    state <= 0;
                    if (is_query)
                    begin
                        buffered_data_in_valid <= 1;
                        buffered_data_in <= {15'h1, 17'h0};
                    end
                end
            end
            else if (state == 3)
            begin
                if (cycle_count == ACK_TO_NREQ)
                begin
                    esdi_transfer_req <= 1;
                    state <= 4;
                    cycle_count <= 0;
                end
            end
            else if (state == 4)
            begin
                if (esdi_transfer_ack_shift[0])
                begin
                    if (bit_count == 17)
                    begin
                        if (is_query)
                        begin
                            if (!reading)
                            begin
                                state <= 1;
                                reading <= 1;
                                bit_count <= 0;
                                cycle_count <= 0;
                            end
                            else
                            begin
                                state <= 0;
                                buffered_data_in_valid <= 1;
                                buffered_data_in <= {15'h0, (~^data_in[16:1] != data_in[0]), data_in[16:1]};
                            end
                        end
                        else
                        begin
                            state <= 0;
                        end
                    end
                    else
                    begin
                        state <= 1;
                        cycle_count <= 0;
                    end
                end
                else if (cycle_count == BIT_TIMEOUT)
                begin
                    state <= 0;
                    if (is_query)
                    begin
                        buffered_data_in_valid <= 1;
                        buffered_data_in <= {15'h1, 17'h0};
                    end
                end
            end
            if (csr_bready)
                csr_bvalid <= 0;
            if (csr_rready)
                csr_rvalid <= 0;
            if (csr_awvalid && csr_awready)
            begin
                write_addr_valid <= 1;
                write_addr <= csr_awaddr;
            end
            if (csr_wvalid && csr_wready)
            begin
                write_data_valid <= 1;
                write_data <= csr_wdata;
            end
            if (write_addr_valid && write_data_valid && (!csr_bvalid || csr_bready))
            begin
                write_addr_valid <= 0;
                write_data_valid <= 0;
                case (write_addr[4:2])
                    0 : control_register <= write_data;
                    1 : begin
                        buffered_data_out_valid <= 1;
                        buffered_data_out <= write_data;
                    end
                    2 : esdi_drive_select <= write_data[2:0];
                    3 : esdi_head_select <= write_data[3:0];
                endcase
                csr_bvalid <= 1;
                csr_bresp <= 2'b00;
            end
            if (csr_arvalid && (!csr_rvalid || csr_rready))
            begin
                case (csr_araddr[4:2])
                    0 : csr_rdata <= {30'h0, buffered_data_in_valid, buffered_data_out_valid};
                    1 : begin
                        csr_rdata <= buffered_data_in;
                        buffered_data_in_valid <= 0;
                    end
                    2 : csr_rdata <= {29'h0, esdi_drive_select};
                    3 : csr_rdata <= {28'h0, esdi_head_select};
                    4 : csr_rdata <= {28'h0, esdi_drive_selected_shift[0], esdi_command_complete_shift[0], esdi_attention_shift[0], esdi_ready_shift[0]};
                endcase
                csr_rvalid <= 1;
                csr_rresp <= 2'b00;
            end
        end
    end
endmodule
File: flow/run.sh
#!/bin/bash
# OpenROAD 26Q1-2900-gdf79404cd8, Yosys 0.63+post, stock flow scripts
make -C /OpenROAD-flow-scripts/flow DESIGN_CONFIG=/design/flow/config.mk WORK_HOME=/design/flow/orfs finish
==> flow_metrics.env <==
# source this file to load flow results
export IMPL_status="completed"
export IMPL_hold_violations=0
export IMPL_startpoint_type="input port"
export IMPL_netlist_instances=620
export IMPL_grtUsageMet1=0.337
export IMPL_ys_warn_count=1
export IMPL_drt_antenna_violating_nets=0
export IMPL_use_met2=0.257
export IMPL_end_kind="primary output"
export IMPL_die_h_um=136
export IMPL_coreArea_um2=17400
export IMPL_top_usage_layer="met1"
export IMPL_synth_edff_count=200
export IMPL_powerDensity_nw_per_um2=385
export IMPL_power_frac_comb=0.037
export IMPL_switching_power_mw=0.772
export IMPL_vias=4993
export IMPL_clockRootBuffer="clkbuf_16"
export IMPL_fmax_mhz=326
export IMPL_cap_violations=0
export IMPL_synthArstFlopShare=0
export IMPL_area_growth_pct=21.4
export IMPL_post_drt_wl_per_cell_um=15.7
export IMPL_post_cts_resized=0
export IMPL_power_frac_seq=0.498
export IMPL_grt_pass1_wl_mm=24.4
export IMPL_maxSlewViolCount=0
export IMPL_tool_warnings=57
export IMPL_firstDrtPassIters=5
export IMPL_gp_congestion=0.825
export IMPL_worst_clock_skew_ns=0.00970
export IMPL_htree_num_levels=1
export IMPL_cts_tree="built"
export IMPL_cts_hold_buf=0
export IMPL_clk_latency_ns=0.50
export IMPL_crit_type="input port to primary output"
export IMPL_numPortBuffers=81
export IMPL_fp_utilization=0.515
export IMPL_grt_pass1_vias=4842
export IMPL_finalSetupViolCount=0
export IMPL_synth_largest_area_cell="edfxtp_1"
export IMPL_yosysUniqueCellTypes=46
export IMPL_cts_made_buffers=23
export IMPL_yosysChipArea_um2=8940
export IMPL_final_common_cell="edfxtp_1"
export IMPL_arrival_ns=2.09
export IMPL_post_route_min_period_ns=3.07
export IMPL_avgSynthCellArea_um2=14.4
export IMPL_reg2reg_slack_ns=2.00
export IMPL_grt_overflow_total=0
export IMPL_p_total_mw=4.17
export IMPL_n_antenna_cell=0
export IMPL_clk_pin_slew_ns=0.06
export IMPL_die_x_um=136
export IMPL_swShare=0.185
export IMPL_top_cell_area_share=0.672
export IMPL_max_slew_margin_rel=0.465
export IMPL_post_dp_hpwl_mm=9.36
export IMPL_cp_max_fo=4
export IMPL_drt_iter0_drc=220
export IMPL_worst_pin_slew_ns=0.802
export IMPL_final_cell_mix="200 x edfxtp_1, 80 x clkdlybuf4s50_1, 65 x nor2_1"
export IMPL_p_clk_frac=0.465
export IMPL_ys_flop_type="edfxtp_1"
export IMPL_route_detailed_drc=0
export IMPL_drive_gt1_frac=0.104
export IMPL_grt_usage=0.185
export IMPL_grt_max_degree=47
export IMPL_io_pins=115
export IMPL_setup_tns_final_ns=0
export IMPL_chip_area_um2=18400
export IMPL_cp_required_ns=3.92
export IMPL_p_int_mw=3.40
export IMPL_peakVddDrop_mv=0.337
export IMPL_avgViaCountPerCell=5.23
export IMPL_netlist_area_um2=8940
export IMPL_postSynthSeqShare=0.701
export IMPL_cts_max_path_buffers=3
export IMPL_topCellsByArea="edfxtp_1 67%, xnor2_1 5.0%, and2_1 3.4%"
export IMPL_post_cts_setup_buffers=0
export IMPL_rsz0062_at_grt="no"
export IMPL_ys_cells=620
export IMPL_wl_mm=15.0
export IMPL_grt_antenna_before_repair=0
export IMPL_core_rowCount=48
export IMPL_synth_flops=213
export IMPL_cts_sinks=213
export IMPL_grtUsageMet3=0.0496
export IMPL_power_leakage_nw=3.68
export IMPL_post_route_period_util=0.627
export IMPL_hold_class="flop to flop"
[layer usage]
metal | share of wire | vias up
li1 | - | 2449
met1 | 0.47 | 2375
met2 | 0.45 | 148
met3 | 0.063 | 21
met4 | 0.018 | 0
met5 | 0 | -
[state kept, by name, summed over array words and instances (netlist names), 4 cells and up]
signal,flops
esdi_head_select,4
data_in,17
state,5
bit_count,6
buffered_data_in,32
write_data,17
data_out,17
buffered_data_out,17
csr_rdata,32
cycle_count,32
[critical path: stages]
cell and delay [ns]:
clkdlybuf4s50_1 0.44, nand2b_1 0.18, clkdlybuf4s50_1 0.49
[final cells by class]
cell class	instances	area [um^2]
fill	1246	6500
sequential	213	6270
multi-input combinational	369	2510
timing repair buffer	90	873
clock buffer	24	579
clock inverter	17	282
tap	225	282
inverter	16	60.1
[power by group through the flow]
| stage | Combinational [mW] | Sequential, mW | Clock [mW] |
|---|---|---|---|
| finish | 0.156 | 2.08 | 1.94 |
| global route | 0.174 | 2.09 | 2.06 |
| CTS | 0.158 | 2.08 | 1.98 |
[stage by stage]
stage | setup slack [ns] | hold slack, ns | std cells | instance area [um^2] | util
floorplan | 1.34 | 0.400 | 623 | 8950 | -
global placement | 1.85 | 0.401 | 913 | 10000 | 0.576
detailed placement | 1.84 | 0.405 | 913 | 10000 | 0.576
CTS | 1.83 | 0.417 | 954 | 10900 | 0.626
global route | 1.77 | 0.424 | 954 | 10900 | 0.626
finish | 1.83 | 0.417 | 954 | 10900 | 0.626
[synth_stat cells (2+ instances only)]
cell type    n
inv_1       16
nor2_1      65
nor4_1      14
nand2b_1     9
a21oi_1      7
nand3_1     18
o21a_1       3
nor2b_1      4
and4_1       6
xor2_1      12
buf_2        3
mux4_2       2
dfxtp_1     13
nor3_1      12
a22o_1      17
nor4_4       2
edfxtp_1   200
clkbuf_1    15
nand4_1      8
nor4_2       3
a21boi_0     4
ha_1         5
mux2i_1      3
nand2_1     24
o21ai_0     10
mux2_2      17
buf_4        7
xnor2_1     51
and2_1      49
and3_1       5
[final timing paths]
path                                      start               endpoint  depth (start not counted)
worst min-delay path             write_data[10]  buffered_data_out[10]                          0
worst max-delay path                 csr_rready            csr_arready                          3
worst min register to register   write_data[10]  buffered_data_out[10]                          0
worst max register to register  cycle_count[16]            data_out[5]                          4
[kinds of logic after synthesis]
| family | count (synthesis) | share of synthesized area |
|---|---|---|
| and+or+nand+nor | 225 | 0.137 |
| DFF | 213 | 0.701 |
| xor gates and xnor gates | 64 | 0.0642 |
| AOI/OAI and AO/OA | 49 | 0.0399 |
| buffers and inverters | 41 | 0.0206 |
| muxes | 22 | 0.0298 |
| adders and majority gates | 5 | 0.00700 |
| other | 1 | 0.000419 |
