==> flow/design.v <==
module axi_esdi_read_datapath #(
    parameter MAX_BYTES_PER_PACKET = 2048
) (
    input csr_aclk,
    input csr_aresetn,
    input parallel_aclk,
    input parallel_aresetn,
    input sector_aclk,
    input sector_aresetn,
    input csr_awvalid,
    output csr_awready,
    input [4:0] csr_awaddr,
    input [2:0] csr_awprot,
    input csr_wvalid,
    output csr_wready,
    input [31:0] csr_wdata,
    input [3:0] csr_wstrb,
    output reg csr_bvalid,
    input csr_bready,
    output reg [1:0] csr_bresp,
    input csr_arvalid,
    output csr_arready,
    input [4:0] csr_araddr,
    input [2:0] csr_arprot,
    output reg csr_rvalid,
    input csr_rready,
    output reg [31:0] csr_rdata,
    output reg [1:0] csr_rresp,
    input esdi_read_gate,
    input esdi_read_data,
    input esdi_read_clock,
    input gate_for_header,
    input gate_for_data,
    output reg parallel_tvalid,
    input parallel_tready,
    output reg [7:0] parallel_tdata,
    output reg parallel_tlast,
    output reg sector_tvalid,
    input sector_tready,
    output reg [7:0] sector_tdata
);
    reg write_addr_valid;
    reg write_data_valid;
    reg [4:0] write_addr;
    reg [31:0] write_data;
    assign csr_awready = !write_addr_valid;
    assign csr_wready = !write_data_valid;
    assign csr_arready = !csr_rvalid || csr_rready;
    reg [2:0] read_data_shift_reg;
    reg [2:0] read_clock_shift_reg;
    reg [31:0] control_register;
    reg [7:0] internal_clocks_per_bit;
    wire enable;
    wire decode_sectors;
    wire ignore_gate;
    wire use_internal_clock;
    assign enable = control_register[0];
    assign decode_sectors = control_register[1];
    assign ignore_gate = control_register[2];
    assign use_internal_clock = control_register[3];
    wire sample_pulse;
    reg [3:0] bit_count;
    reg internal_clock;
    reg [7:0] internal_clock_count;
    reg new_bit;
    reg new_bit_valid;
    reg [7:0] data_in;
    reg [15:0] byte_count;
    reg new_byte_valid;
    reg new_byte_is_last;
    reg [7:0] new_byte;
    reg pending_valid;
    reg pending_is_last;
    reg [7:0] pending_data;
    reg overflow;
    assign sample_pulse = (use_internal_clock) ? internal_clock : (!read_clock_shift_reg[0] && read_clock_shift_reg[1]);
    always @(posedge csr_aclk)
    begin
        if (!csr_aresetn)
        begin
            control_register <= {28'h0, 4'b0010};
            internal_clocks_per_bit <= 4;
            read_clock_shift_reg <= 3'b000;
            bit_count <= 0;
            internal_clock <= 0;
            internal_clock_count <= 0;
            byte_count <= 0;
            new_byte_valid <= 0;
            new_byte_is_last <= 0;
            pending_valid <= 0;
            pending_is_last <= 0;
            parallel_tvalid <= 0;
            sector_tvalid <= 0;
            overflow <= 0;
            write_addr_valid <= 0;
            write_data_valid <= 0;
            csr_bvalid <= 0;
            csr_rvalid <= 0;
        end
        else
        begin
            read_data_shift_reg <= {esdi_read_data, read_data_shift_reg[2:1]};
            read_clock_shift_reg <= {esdi_read_clock, read_clock_shift_reg[2:1]};
            if (parallel_tready)
                parallel_tvalid <= 0;
            if (sector_tready)
                sector_tvalid <= 0;
            internal_clock <= 0;
            new_bit_valid <= 0;
            new_byte_valid <= 0;
            if (enable)
            begin
                if (sample_pulse && (esdi_read_gate || ignore_gate))
                begin
                    new_bit_valid <= 1;
                    new_bit <= read_data_shift_reg[0];
                end
                if (internal_clock_count == internal_clocks_per_bit - 1)
                begin
                    internal_clock_count <= 0;
                    internal_clock <= 1;
                end
                else
                begin
                    internal_clock_count <= internal_clock_count + 1;
                end
                if (new_bit_valid)
                begin
                    data_in <= {data_in[6:0], new_bit};
                    if (bit_count == 7)
                    begin
                        bit_count <= 0;
                        new_byte_valid <= 1;
                        new_byte_is_last <= 0;
                        new_byte <= {data_in[6:0], new_bit};
                    end
                    else
                    begin
                        bit_count <= bit_count + 1;
                    end
                end
                if (pending_valid && (new_byte_valid || pending_is_last))
                begin
                    pending_valid <= 0;
                    parallel_tvalid <= 1;
                    parallel_tdata <= pending_data;
                    if (parallel_tvalid && !parallel_tready)
                        overflow <= 1; 
                    if ((byte_count == MAX_BYTES_PER_PACKET - 1) || pending_is_last)
                    begin
                        byte_count <= 0;
                        parallel_tlast <= 1;
                    end
                    else
                    begin
                        byte_count <= byte_count + 1;
                        parallel_tlast <= 0;
                    end
                end
                if (new_byte_valid)
                begin
                    pending_valid <= 1;
                    pending_data <= new_byte;
                    pending_is_last <= new_byte_is_last;
                end
                if (!esdi_read_gate && !ignore_gate && !new_bit_valid)
                begin
                    if (bit_count != 0)
                    begin
                        bit_count <= 0;
                        new_byte_valid <= 1;
                        new_byte_is_last <= 1;
                        new_byte <= data_in;
                    end
                    else
                    begin
                        pending_is_last <= 1;
                    end
                end
            end
            if (csr_bready)
                csr_bvalid <= 0;
            if (csr_rready)
                csr_rvalid <= 0;
            if (csr_awvalid && csr_awready)
            begin
                write_addr_valid <= 1;
                write_addr <= csr_awaddr;
            end
            if (csr_wvalid && csr_wready)
            begin
                write_data_valid <= 1;
                write_data <= csr_wdata;
            end
            if (write_addr_valid && write_data_valid && (!csr_bvalid || csr_bready))
            begin
                write_addr_valid <= 0;
                write_data_valid <= 0;
                case (write_addr[4:2])
                    0 : control_register <= write_data;
                    1 : internal_clocks_per_bit <= write_data[7:0];
                    2 : overflow <= write_data[0];
                endcase
                csr_bvalid <= 1;
                csr_bresp <= 2'b00;
            end
            if (csr_arvalid && (!csr_rvalid || csr_rready))
            begin
                case (csr_araddr[4:2])
                    0 : csr_rdata <= control_register;
                    1 : csr_rdata <= {24'h0, internal_clocks_per_bit};
                    2 : csr_rdata <= {31'h0, overflow};
                endcase
                csr_rvalid <= 1;
                csr_rresp <= 2'b00;
            end
        end
    end
endmodule
==> flow/run.sh <==
#!/bin/bash
# OpenROAD 26Q1-2900-gdf79404cd8, Yosys 0.63+post, stock flow scripts
make -C /OpenROAD-flow-scripts/flow DESIGN_CONFIG=/design/flow/config.mk WORK_HOME=/design/flow/orfs finish
==> flow/config.mk <==
export PLATFORM = sky130hd
export DESIGN_NAME = axi_esdi_read_datapath
export DESIGN_NICKNAME = axi_esdi_read_datapath
export VERILOG_FILES = /design/flow/design.v
export SDC_FILE = /design/flow/constraint.sdc
export NUM_CORES = 4
export LEC_CHECK = 1
export CORE_UTILIZATION = 30
==> flow/constraint.sdc <==
current_design axi_esdi_read_datapath

set clk_period 10.8
set clk_io_pct 0.2

create_clock -name clk0 -period $clk_period [get_ports {csr_aclk}]

set non_clock_inputs [all_inputs -no_clocks]
set_input_delay [expr $clk_period * $clk_io_pct] -clock clk0 $non_clock_inputs
set_output_delay [expr $clk_period * $clk_io_pct] -clock clk0 [all_outputs]
==> flow_summary_export.csv <==
group,metric,value,unit
run_status,status,"complete, no violations",
final_timing,hold_viol,0,
yosys,synth_seq_share,64.98,%
final_timing,finalSetupTns,0,ps
worst_setup_path,end_kind,"output pin",
finish,reg.largest.list,"control_register: 32 flops, csr_rdata: 32 flops, write_data: 32 flops",
worst_setup_path,cpMostUsedCell,"clkdlybuf4s50_1",
cts,cts.clk_slew.worst_paths,70,ps
global_route,grt-ovfl-total,0,
worst_setup_path,worst_path_largest_cell_delay,470,ps
global_route,grt_max_degree,45,
routing,vias_per_cell,4.436,
power,p_int,1.109,mW
finish,area_growth,25.59,%
power,power_switching,0.3236,mW
final_timing,slew_headroom,46.90,%
placement,dp_hpwl,9389,um
yosys,yosysWarnings,9,
final_timing,rsz0062_at_grt,"false",
yosys,yosys_register_bits,187,
placement,gp_congestion,0.7941,
yosys,synth-main-ff-cell,"edfxtp_1",
placement,dp_cells,1015,
global_route,grt_usage,11.97,%
worst_setup_path,crit_path_start_kind,"input port",
yosys,syn-cell-area,7378,um2
cts,numCtsBuffers,17,
floorplan,chipArea,25230,um2
yosys,syn_avg_cell_area,11.98,um2
worst_setup_path,path_cells,"clkdlybuf4s50_1, nand2b_1, clkdlybuf4s50_1",
floorplan,std_cell_rows,57,
final_timing,skew,12.67,ps
cts,clock_sinks,187,
power,switching_share,22.59,%
power,power_frac_comb,3.5,%
global_route,grt_pass1_vias,4391,
worst_setup_path,crit_family,"buffers and inverters",
routing,finalWirelength,14180,um
cts,clock-root-buffer,"clkbuf_16",
cts,h-tree-depth,4,
floorplan,fp.dieW,158.8,um
cts,cts_tree,"built",
yosys,edf_count,105,
global_route,grt_antenna_before_repair,0,
cts,cts_buffer_depth,2,
routing,vias,4644,
finish,layoutNonFillerInstCount,1047,
floorplan,die_h,158.8,um
power,p_per_area,154.6,nW/um2
worst_hold_path,hp-class,"reg2reg",
routing,final_antenna_net_count,0,
final_timing,worst_pin_slew,796.5,ps
routing,route.detailed.wl_per_inst,13.55,um
yosys,syn_inst,616,
floorplan,ios,130,
run,tool_warnings,47,
power,clock_power_share,43.1,%
worst_setup_path,critPathSlowestCell,"clkdlybuf4s50_1",
yosys,ys_types,54,
worst_setup_path,timing.critical_path.buf_inv,2,
final_timing,finalCritPeriodShare,49.70,%
yosys,synthArstFlopShare,0,%
yosys,ys_chip_area,7378,um2
routing,drt_iter0_markers,175,
global_route,grt_pass1_wl,23140,um
cts,clk-insertion-delay-late,430,ps
yosys,yosys_cells,616,
final_timing,setup_viol,0,
power,p_leak,3.296,nW
worst_setup_path,critPathMaxFanout,3,
cts,cts_resized,0,
worst_setup_path,crit_required,8640,ps
run,maxCapViolations,0,
floorplan,fp-utilization,30.43,%
power,fin_total_pwr,1.433,mW
final_timing,maxSlewViolCount,0,
power,p_seq_share,53.3,%
routing,dr.pass1.iters,6,
routing,drc,0,
worst_setup_path,critPathKind,"in2out",
cts,postCtsSetupRepairBufs,0,
floorplan,core_area,24250,um2
placement,port_buffers,95,
power,max-vdd-ir-drop,0.08852,mV
finish,drive_gt1_share,7.746,%
cts,holdBufCountCts,0,
final_timing,period_needed,5368,ps
worst_setup_path,arrival,3210,ps
final_timing,fmax,186.3,MHz
routing,antenna-diode-count,0,
## cells by family after synthesis
logic type                 after synthesis  share of synthesized area [%]
buffers and inverters                   53                          3.408
and+or+nand+nor                        229                          15.30
xor gates and xnor gates                32                          3.799
other                                    1                        0.05082
DFF                                    187                          64.98
adders and majority gates                5                         0.8479
muxes                                   16                          2.171
AOI/OAI and AO/OA                       93                          9.446
## placed cells by master (no fill, tap or decap), types with 2 or more instances in the layout
master,instances
or2b_1,2
clkbuf_8,2
ha_1,5
nand2_1,99
xor2_1,21
o22a_1,2
clkdlybuf4s50_1,94
inv_6,3
xnor2_1,11
nand2b_1,5
clkbuf_16,17
conb_1,13
o21ai_0,13
edfxtp_1,105
buf_4,9
clkinv_4,2
or4_1,2
clkinv_8,4
nor3b_1,3
dfxtp_1,82
o211a_1,4
nand3_1,10
a21oi_1,5
nor4_2,2
nand4_1,8
nor3_1,5
nor2b_1,34
and2_1,7
and3_1,10
a21boi_0,38
nor4_1,2
a22o_1,14
mux2i_1,16
nor2_1,33
inv_8,3
inv_1,12
## power by group through the flow
| stage | combinational [mW] | clock (mW) | sequential (mW) |
|---|---|---|---|
| after CTS | 0.0521 | 0.641 | 0.764 |
| final | 0.0506 | 0.618 | 0.764 |
| after global routing | 0.0557 | 0.667 | 0.766 |
## routing by layer
metal	global-route usage (%)	wire length, um
met1	18.17	6803
met2	18.92	6655
met3	2.693	592
met4	1.236	131
met5	0	0
## area by class of cell
type / instances / area (um2)
repair buffers: 104 / 1013
clock buffers: 19 / 452.9
clock inverters: 13 / 147.6
multi-input cells: 388 / 2407
well taps: 324 / 405.4
fillers: 2306 / 14980
flip-flops and latches: 187 / 4795
inverters: 12 / 45.04
## worst reg2reg max path: cells and delay by family (launching register included)
kind,cells,cell delay (ps)
flops,1,380
compound gates,1,120
simple gates,4,1420
## final timing paths
path	from	slack, ps	cells past startpoint	end
hold / removal	pending_data[6]$_DFFE_PP_	420	0	parallel_tdata[6]$_DFFE_PP_
hold reg to reg	pending_data[6]$_DFFE_PP_	420	0	parallel_tdata[6]$_DFFE_PP_
setup reg to reg	internal_clocks_per_bit[2]$_SDFFE_PN1P_	8740	5	internal_clock_count[5]$_SDFFE_PN0P_
setup / recovery	csr_rready	5430	3	csr_arready
## stage by stage
| step | instance area [um2] | utilization [%] | setup WS, ps | hold WS (ps) |
|---|---|---|---|---|
| detailed placement | 8666 | 35.74 | 5426 | 405.6 |
| floorplan | 7423 | - | 5400 | 400.3 |
| CTS | 9266 | 38.21 | 5423 | 423.9 |
| finish | 9266 | 38.21 | 5432 | 420.2 |
| global route | 9266 | 38.21 | 5367 | 430.4 |
| global placement | 8666 | 35.74 | 5433 | 400.4 |
## cell usage after synthesis (2+ instances only)
library cell,instances,share of area (%)
a21boi_0,38,3.9
a21oi_1,6,0.41
a22o_1,14,1.7
and2_1,7,0.59
and3_1,11,0.93
buf_2,3,0.20
buf_4,13,1.3
clkbuf_1,24,1.2
dfxtp_1,82,22
edfxtp_1,105,43
ha_1,5,0.85
inv_1,12,0.61
mux2i_1,16,2.2
nand2_1,99,5.0
nand2b_1,5,0.42
nand3_1,10,0.68
nand4_1,8,0.68
nor2_1,33,1.7
nor2b_1,34,2.9
nor3_1,5,0.34
nor3b_1,3,0.31
nor4_1,3,0.25
o211a_1,4,0.54
o21ai_0,13,0.88
o22a_1,2,0.24
or2b_1,2,0.20
or4_1,2,0.20
xnor2_1,11,1.3
xor2_1,21,2.5
Power and IR drop assume default switching activity.
